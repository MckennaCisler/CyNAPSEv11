File: design/flow/config.mk
export PLATFORM = sky130hd
export DESIGN_NAME = SysControl
export DESIGN_NICKNAME = SysControl
export VERILOG_FILES = /design/flow/design.v
export SDC_FILE = /design/flow/constraint.sdc
export NUM_CORES = 4
export LEC_CHECK = 1
export CORE_UTILIZATION = 40
File: design/flow/constraint.sdc
current_design SysControl

set clk_period 9.0
set clk_io_pct 0.2

create_clock -name clk0 -period $clk_period [get_ports {Clock}]

set non_clock_inputs [all_inputs -no_clocks]
set_input_delay [expr $clk_period * $clk_io_pct] -clock clk0 $non_clock_inputs
set_output_delay [expr $clk_period * $clk_io_pct] -clock clk0 [all_outputs]
File: design/flow/design.v
`timescale 1ns/1ns
module SysControl
#(
	parameter BT_WIDTH = 36, 
	parameter DELTAT_WIDTH = 4
)
(
	input wire Clock,
	input wire Reset,
	input wire Initialize,
	input wire ExternalEnqueue,                                  
	input wire ExternalDequeue,                                  
	input wire Run,	
	input wire [(DELTAT_WIDTH-1):0] DeltaT,
	input wire IsInputQueueFull,
	input wire IsInputQueueEmpty,
	input wire [(BT_WIDTH-1):0] InputBT_Head,
	output wire InputReset,	
	output reg InputQueueEnable,
	output wire InputEnqueue,
	output wire InputDequeue,
	input wire IsAuxQueueFull,
	input wire IsAuxQueueEmpty,
	input wire [(BT_WIDTH-1):0] AuxBT_Head,
	output wire AuxReset,
	output reg AuxQueueEnable,
	output wire AuxDequeue,
	input wire IsOutQueueFull,
	input wire IsOutQueueEmpty,
	input wire [(BT_WIDTH-1):0] OutBT_Head,
	output wire OutReset,
	output reg OutQueueEnable,
	output wire OutDequeue,
	output wire InputRouteInputSelect,                           
	input wire InputRoutingComplete,
	output wire InputRouteReset,
	output wire InputRouteInitialize, 
	output wire InputRouteEnable,
	input wire InternalRoutingComplete,
	output wire InternalRouteReset,
	output wire [(BT_WIDTH-1):0] InternalCurrent_BT,
	output wire InternalRouteEnable,
	input wire MappingComplete,
	input wire UpdateComplete,
	output wire NeuronUnitReset,
	output wire NeuronUnitInitialize,
	output wire MapNeurons,
	output wire UpdateEnable,        				
	output wire InitializationComplete
);
	reg [(BT_WIDTH-1):0] Current_BT; 
	wire [(BT_WIDTH-1):0] DeltaT_Extended; 
	reg InDQ, AuxDQ, OutDQ, InREn, IntREn, UEn1, UEn2, UEn3, UEn, IRIS ; 
	assign InputReset = Reset;
	assign AuxReset = Reset;
	assign OutReset = Reset;
	assign InputRouteReset = Reset;
	assign InternalRouteReset = Reset;	
	assign NeuronUnitReset = Reset;
	assign InputRouteInitialize = Initialize; 
	assign NeuronUnitInitialize = Initialize;
	assign MapNeurons = Initialize && ~MappingComplete;
	assign DeltaT_Extended = {{BT_WIDTH-DELTAT_WIDTH{1'b0}},DeltaT};               
	assign InputEnqueue = ExternalEnqueue;
	assign InputDequeue = InDQ && ~InREn;
	assign AuxDequeue = AuxDQ && ~InREn;
	assign OutDequeue = OutDQ;
	assign InputRouteEnable = InREn && ~InputRoutingComplete;
	assign InternalRouteEnable = IntREn && ~InternalRoutingComplete;
	assign UpdateEnable = UEn;
	assign InputRouteInputSelect = IRIS;
	assign InternalCurrent_BT = Current_BT;
	assign InitializationComplete = MappingComplete;
	always @ (posedge Clock) begin 
		if (Reset) begin 
			InputQueueEnable <= 0;
			AuxQueueEnable <= 0;
			OutQueueEnable <= 0;
			InDQ <= 0;
			AuxDQ <= 0;
			OutDQ <= 0;
			IRIS <= 0;
			InREn <= 0;
			IntREn <= 0;
			UEn <= 0;
			UEn1 <= 0;
			UEn2 <= 0;
			UEn3 <= 0;
			Current_BT <= {BT_WIDTH{1'b0}};
		end
		else if (Initialize) begin 
			InputQueueEnable <= 1;
			AuxQueueEnable <= 1;
			OutQueueEnable <= 1;
			InDQ <= 0;
			AuxDQ <= 0;
			OutDQ <= 0;
			IRIS <= 0;
			InREn <= 0;
			IntREn <= 0;
			UEn <= 0;	
			UEn1 <= 0;
			UEn2 <= 0;
			UEn3 <= 0;
			Current_BT <= {BT_WIDTH{1'b0}};
		end
		else if (Run) begin
			InputQueueEnable <= 1;
			AuxQueueEnable <= 1;
			OutQueueEnable <= 1;
			InDQ <= (InputBT_Head == Current_BT && ~InputRouteInputSelect && ~IsInputQueueEmpty && ~InREn && ~UEn && ~IntREn) ? 1'b1 : 1'b0;
			AuxDQ <= (AuxBT_Head == Current_BT && InputRouteInputSelect && ~IsAuxQueueEmpty && ~InREn && ~UEn && ~IntREn) ? 1'b1 : 1'b0;
			OutDQ <= ExternalDequeue && ~IsOutQueueEmpty;
			IRIS <=  (InputBT_Head != Current_BT || ~IsAuxQueueEmpty) ? 1'b1 : 1'b0;
			if (InputDequeue || AuxDequeue) begin 
				InREn <= 1'b1;
			end
			else;
			if (InputRoutingComplete) begin 
				InREn <= 1'b0;
			end
			else;
			if ((InputBT_Head != Current_BT) && (IsAuxQueueEmpty) && ~InREn && ~IntREn) begin
				UEn1 <= 1'b1;
				UEn2 <= UEn1;
				UEn3 <= UEn2;
				UEn <= UEn3; 
			end
			else;			
			if (UpdateComplete) begin 
				UEn <= 1'b0;
				IntREn <= 1'b1;	
			end
			else;
			if(InternalRoutingComplete) begin 
				IntREn <= 1'b0;
				Current_BT <= Current_BT + DeltaT_Extended;
			end
			else;
		end
	end
endmodule
File: design/flow/run.sh
#!/bin/bash
# OpenROAD 26Q1-2900-gdf79404cd8, Yosys 0.63+post, stock flow scripts
make -C /OpenROAD-flow-scripts/flow DESIGN_CONFIG=/design/flow/config.mk WORK_HOME=/design/flow/orfs finish
==> results.ini <==
[grt]
grt_use_total=0.250
grt_pass1_wl_um=16000
grt_max_degree=33
grt_pass1_vias=2946
grt_remaining_overflow=0
antenna_found_initial=0

[timing]
relSlewSlack=0.371
setup_violations=0
fmaxAchievable_mhz=202
finalSetupTns_ps=0
finalCritPeriodShare=0.549
rsz0062_at_grt=false
hold_viol_final=0
worstMarginPinSlew_ps=944
fin_skew_ps=9.69
worst_hold_slack_ps=470
slew_violations=0
min_period_ps=4940

[die]
num_rows=32
ios=185
core_mm2=0.00781
dieArea_mm2=0.00855
fp_util=0.419
die_x_um=92.5
die_height_um=92.5

[detailed_routing]
wirelength_um=10500
wl_per_cell_um=17.3
ant_nets=0
avgViaCountPerCell=5.34
antennaDiodeCount=0
remaining_drc_errors=0
vias=3239
drt_pass1_iterations=4
drt_iter0_markers=114

[power]
p_per_area_mw_per_mm2=97.2
irDropWorstVdd_v=0.0000640
p_comb_frac=0.185
seqPwrFrac=0.455
power.static_leakage_nw=1.65
clkPwrFrac=0.360
p_int_uw=355
switching_share=0.234
switchingPower_uw=108

[synthesis]
synth_area_mm2=0.00327
yosysWarnings=1
ys_chip_area_mm2=0.00327
ys_types=54
top_area_cell=dfxtp_1
yosys_cells=389
synthArstFlopShare=0
top_cell=xnor2_1
syn_inst=389
ff_type=dfxtp_1
ys.flops=47
synthTopCellsByCount=xnor2_1 (52), dfxtp_1 (47), xor2_1 (33)
syn_avg_cell_area_um2=8.41
area_leaders=dfxtp_1 (29%), xnor2_1 (14%), xor2_1 (8.8%)
yosysSeqAreaShare=0.287
synth-edff-count=0
top_area_frac=0.287

[job]
maxCapViolCount=0
tool_warnings=65

[critical_path]
path_max_fanout=11
worstPathRequired_ps=7200
crit_type=primary input to primary output
cp-start-kind=primary input
crit_arrival_ps=3140
end_kind=primary output

[cts]
cts_sinks=47
h-tree-depth=2
cts_buffers=5
cts_setup_buffers=0
cts-root-buf=clkbuf_8
clkTransAtPathRegs_ps=90
clk_latency_ps=310
cts_tree=built
clockBufferDepth=2
ctsHoldBuffers=0
post_cts_resize_count=0

[place]
routabilityCongestion=0.881
hpwl_um=8120
portBuffers=143

[worst_hold_path]
min_path_type=register to register

[layout]
drive_gt1_frac=0.0416
syn2layout_area_growth_pct=45.6

[run_status]
run_status=finished, final reports clean

==> through the flow <==
| step | worst slack [ps] | total power, mW | util | cells | area (um2) |
|---|---|---|---|---|---|
| 3_3_place_gp | 4090 | 0.301 | 0.595 | 599 | 4650 |
| 5_1_grt | 3990 | 0.483 | 0.610 | 607 | 4760 |
| 3_5_place_dp | 4070 | 0.301 | 0.595 | 599 | 4650 |
| 2_1_floorplan | 5300 | 0.247 | - | 389 | 3270 |
| 6_report | 4060 | 0.463 | 0.610 | 607 | 4760 |
| 4_1_cts | 4070 | 0.465 | 0.610 | 607 | 4760 |
==> routing by layer <==
layer  track usage  wire length, um
met3        0.0326              686
met5             0                0
met4        0.0221               99
met1         0.379             4790
met2         0.399             4940
==> state kept, by name (all words and copies together) (netlist names) <==
| name | flops |
|---|---|
| AuxDQ | 1 |
| Current_BT | 36 |
| IRIS | 1 |
| InDQ | 1 |
| InREn | 1 |
| InputQueueEnable | 1 |
| IntREn | 1 |
| OutDQ | 1 |
| UEn | 1 |
| UEn1 | 1 |
| UEn2 | 1 |
| UEn3 | 1 |
==> final timing paths <==
path | slack [ps] | startpoint | endpoint | cells after the start
hold / removal | 470 | UEn3$_SDFFE_PP0P_ | UEn3$_SDFFE_PP0P_ | 2
setup / recovery | 4060 | Initialize | MapNeurons | 3
setup reg to reg | 6500 | Current_BT[0]$_SDFFE_PP0P_ | Current_BT[8]$_SDFFE_PP0P_ | 7
hold reg to reg | 470 | UEn3$_SDFFE_PP0P_ | UEn3$_SDFFE_PP0P_ | 2
==> cell families (layout without fill, tap and decap cells) <==
logic type	count (synthesis)	after routing	synth area share
AND-OR/OR-AND	57	57	0.112
XOR/XNOR	85	85	0.227
adder cells (fa/ha/maj)	5	5	0.0214
buffers and inverters	42	158	0.0669
flip-flops	47	47	0.287
multiplexers	4	4	0.0122
AND/OR/NAND/NOR	149	149	0.272
==> power by group through the flow <==
stage     Clock (mW)  Combinational (mW)  Sequential (mW)
4_1_cts        0.168              0.0859            0.211
5_1_grt        0.180              0.0924            0.211
6_report       0.167              0.0856            0.211
==> cells in the final DEF, fill, tap and decap left out, types with 2 or more instances in the layout <==
cell	instances
nand4_1	20
and4_1	7
clkdlybuf4s50_1	143
a31oi_1	2
o311ai_0	3
o21ai_0	7
mux2i_1	4
o41ai_1	2
inv_1	5
dfxtp_1	47
or2_2	2
and2_1	2
a21oi_1	22
and3_1	4
xor2_1	33
nor2b_1	4
xnor2_1	52
a21o_1	3
clkbuf_8	6
nor4b_1	4
nor2_1	19
ha_1	4
nor3_1	4
nor4_1	12
o31ai_1	9
or4_1	9
nand2_1	22
buf_4	2
or3_1	12
nand2b_1	2
nand3_1	15
==> final cells by class <==
| class | instances | area [um2] |
|---|---|---|
| clock inverter | 2 | 35.0 |
| clock buffer | 6 | 82.6 |
| timing repair buffer | 145 | 1450 |
| inverter | 5 | 18.8 |
| sequential | 47 | 941 |
| fill | 706 | 3040 |
| tap | 102 | 128 |
| multi-input combinational | 300 | 2110 |
==> worst max-delay path: stages <==
cell and delay (ps):
clkdlybuf4s50_1 690, nor2b_1 180, clkdlybuf4s50_1 460
Power figures rest on the tool's default switching activity, not on a simulated workload.
